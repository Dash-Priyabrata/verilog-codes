### design/flow/constraint.sdc
current_design ripple_carry_adder_4bit

set clk_period 2.2
set clk_io_pct 0.2

create_clock -name clk0 -period $clk_period

set non_clock_inputs [all_inputs -no_clocks]
set_input_delay [expr $clk_period * $clk_io_pct] -clock clk0 $non_clock_inputs
set_output_delay [expr $clk_period * $clk_io_pct] -clock clk0 [all_outputs]
### design/flow/config.mk
export PLATFORM = sky130hd
export DESIGN_NAME = ripple_carry_adder_4bit
export DESIGN_NICKNAME = ripple_carry_adder_4bit
export VERILOG_FILES = /design/flow/design.v
export SDC_FILE = /design/flow/constraint.sdc
export NUM_CORES = 4
export LEC_CHECK = 1
export CORE_AREA = 10 10 70 70
export DIE_AREA = 0 0 80 80
### design/flow/run.sh
#!/bin/bash
# OpenROAD 26Q1-2900-gdf79404cd8, Yosys 0.63+post, stock flow scripts
make -C /OpenROAD-flow-scripts/flow DESIGN_CONFIG=/design/flow/config.mk WORK_HOME=/design/flow/orfs finish
### design/flow/design.v
module full_adder(
    a,
    b,
    ci,
    s,
    co
);
input a;
input b;
input ci;
output s;
output co;
reg s;
reg co;
wire a;
wire b;
wire ci;
always @(*) begin
s = a^b^ci;
co = (a&b)|(a&ci)|(b&ci);
end
endmodule
module ripple_carry_adder_4bit(
A,
B,
CI,
S,
CO
);
input [3:0] A;
input [3:0] B;
input CI;
output [3:0] S;
output CO;
wire [3:0] A;
wire [3:0] B;
wire CI;
wire [3:0] S;
wire CO;
wire C1;
wire C2;
wire C3;
full_adder u0(   
    .a(A[0]),
    .b(B[0]),
    .ci(CI),
    .s(S[0]),
    .co(C1)
);
full_adder u1(   
    .a(A[1]),
    .b(B[1]),
    .ci(C1),
    .s(S[1]),
    .co(C2)
);
full_adder u2(   
    .a(A[2]),
    .b(B[2]),
    .ci(C2),
    .s(S[2]),
    .co(C3)
);
full_adder u3(   
    .a(A[3]),
    .b(B[3]),
    .ci(C3),
    .s(S[3]),
    .co(CO)
);
endmodule
==> tab_implementation.tex <==
% Yosys + OpenROAD metrics
\begin{tabular}{lr}
\hline
Metric & Value \\
\hline
\multicolumn{2}{l}{\textbf{Run status}} \\
\quad Status & finished with violations \\
\quad Violations in the final reports & setup timing \\
\multicolumn{2}{l}{\textbf{Cells and area}} \\
\quad Sequential cell area & 0 µm² \\
\quad Sequential cells & 0 \\
\quad Share of layout cells above drive strength 1 & 50.0\% \\
\quad Utilization after layout & around 9.2\% \\
\quad Number of fillers in the final layout & approximately 400 \\
\quad Most used cells in the layout excluding fill and tap cells & inv\_1, clkdlybuf4s50\_1 \\
\quad Final Instance Count excl. Fillers & between 70 and 80 \\
\quad Final non-filler cell area & roughly 310 µm² \\
\quad Synthesis-to-finish area growth & 112\% \\
\quad Count of clock-net buffers in the final layout & 0 \\
\multicolumn{2}{l}{\textbf{Floorplanning}} \\
\quad DIE AREA & roughly 6400 µm² \\
\quad Horizontal die dimension & about 80 µm \\
\quad Std-Cell Core Area & roughly 3400 µm² \\
\quad Number of I/O pins & 14 \\
\quad Total number of placement rows & 21 \\
\quad Height of the die & 80 µm \\
\quad Share of the core filled by cells before placement & 4.32\% \\
\multicolumn{2}{l}{\textbf{Final timing}} \\
\quad Final hold slack & roughly 1.5 ns \\
\quad Worst path setup slack after routing & -0.327 ns \\
\quad Post-layout min period & about 2.5 ns \\
\quad Tcrit/Tclk final & 115\% \\
\quad Count of final setup violators & 2 \\
\quad Fmax & approximately 400 MHz \\
\quad Unrepaired setup endpoints after global routing & yes \\
\quad Final total negative setup slack & -0.457 ns \\
\quad Transition at the pin with the smallest max-transition slack & between 0.1 and 0.15 ns \\
\quad Number of slew-limit violations in the final report & 0 \\
\quad Endpoints failing hold & 0 \\
\quad Max\_slew headroom & 92.7\% \\
\multicolumn{2}{l}{\textbf{Yosys}} \\
\quad Area figure in the yosys stat output & approximately 150 µm² \\
\quad Cell area after synthesis & 148 µm² \\
\quad Proportion of synthesized chip area in sequential cells & 0\% \\
\quad Number of different library cells in the post-synthesis netlist & 3 \\
\quad Average size of a mapped cell & between 8 and 9 µm² \\
\quad Portion of synthesized cell area occupied by the leading cell type & between 50\% and 60\% \\
\quad Biggest area cells & fa\_1, inv\_1, buf\_4 \\
\quad Warnings from Yosys & 1 \\
\quad Post-Syn Instances & 18 \\
\quad \# Cells Yosys & 18 \\
\quad Largest area contributor in the netlist & fa\_1 \\
\multicolumn{2}{l}{\textbf{Pwr}} \\
\quad Leak & about 0.14 nW \\
\quad Pwr dens & about 190 nW/µm² \\
\quad Max IR drop VDD & 20.8 µV \\
\multicolumn{2}{l}{\textbf{Global route}} \\
\quad Fraction of met2 tracks used by global routing & under 10\% \\
\quad Total global routing overflow & 0 \\
\quad Busiest layer in global routing & met2 \\
\quad Met1 Use GR & under 10\% \\
\quad Global-route wire length before repair & just under 700 µm \\
\quad Number of antenna violations at the first check in global routing & 0 \\
\quad Total global routing track utilization & 1.44\% \\
\quad Number of global-route vias before repair & $\sim$140 \\
\quad Maximum number of pins on one net before global-route repair & 2 \\
\quad Routing usage on met3 & 1.25\% \\
\multicolumn{2}{l}{\textbf{Routing}} \\
\quad DRT iter0 DRCs & 0 \\
\quad Drc violations & 0 \\
\quad Remaining antenna violation count after routing & 0 \\
\quad Routed length per placed instance & slightly below 7 µm \\
\quad Initial DRT Pass Iterations & 1 \\
\quad Diode insertion count for antenna repair & 0 \\
\quad Routed via count & 123 \\
\quad Routed WL & 505 µm \\
\quad Number of vias per cell & around 1.7 \\
\multicolumn{2}{l}{\textbf{Setup path}} \\
\quad Maximum cell stage delay along the critical path & around 0.4 ns \\
\quad Largest fanout on the critical path & 1 \\
\quad Cell Chain, Critical Path & buf\_6, inv\_4, fa\_2, inv\_2, fa\_2, fa\_2, inv\_2, fa\_1, inv\_1, buf\_2 \\
\quad Critical Path Most Common Cell & fa\_2 \\
\quad Number of buffer and inverter instances along the worst setup path & 6 \\
\quad Worst setup path class & input port to output port \\
\quad Cell class contributing the biggest share of worst-path delay & adder cells \\
\quad Worst Setup Start Kind & input port \\
\quad Element type at the critical path end & output port \\
\quad Critical path required time & roughly 1.8 ns \\
\quad Critical path data arrival time & roughly 2.1 ns \\
\quad Cell with the biggest individual delay on the critical path & fa\_1 \\
\multicolumn{2}{l}{\textbf{Flow run}} \\
\quad Total tool warning count & 35 \\
\quad Max\_cap viols & 0 \\
\multicolumn{2}{l}{\textbf{Place}} \\
\quad Final weighted congestion in routability-driven placement & 0.661 \\
\quad Post-DP HPWL & slightly above 500 µm \\
\quad Cell total after placement & about 74 \\
\quad Count of buffers from port buffering & 14 \\
\quad Area after DPL & $\sim$320 µm² \\
\multicolumn{2}{l}{\textbf{Hold path}} \\
\quad Hold Path Class & input port to output port \\
\multicolumn{2}{l}{\textbf{CTS}} \\
\quad Number of buffers added for setup after CTS & 0 \\
\hline
\end{tabular}
[what timing repair did]
| item | 4_1_cts | 5_1_grt |
|---|---|---|
| hold buffers | 0 | 0 |
| pin swaps | 4 | 3 |
| resized | 31 | 2 |
| setup endpoints to repair | 5 | 3 |
[final cells by class]
class,count,area [µm²],share of cell area (%)
inverter,10,42.5,13.6
tap,46,57.6,18.4
timing repair buffer,14,125,40.0
multi-input combinational,4,87.6,28.0
[where the power goes]
group	internal [mW]	total (mW)	switching (mW)
registers	0	0	0
clock network	0	0	0
logic	0.0375	0.0587	0.0212
total	0.0375	0.0587	0.0212
[stage by stage]
stage                     setup slack [ns]  power, mW
after global routing                -0.391     0.0686
after global placement               -1.05     0.0694
after floorplan                     -0.182     0.0318
final                               -0.327     0.0587
after detailed placement             -1.06     0.0704
after CTS                           -0.402     0.0628
[synth_stat cells]
| cell type | count |
|---|---|
| buf_4 | 4 |
| fa_1 | 4 |
| inv_1 | 10 |
[layer usage]
metal | wire [µm] | up-vias
met3 | 101 | 0
met5 | 0 | -
met4 | 0 | 0
met1 | 170 | 56
met2 | 234 | 7
li1 | - | 60
[path summary, 6_finish.rpt]
kind / startpoint / end / slack, ns / cells past startpoint
max: CI / S[3] / -0.33 / 10
min: B[1] / S[1] / 1.51 / 3
[cell families (layout without fill, tap and decap cells)]
| family | after synthesis | in the layout | share of synthesized area (%) |
|---|---|---|---|
| buf+inv | 14 | 24 | 45.8 |
| fa+ha+maj | 4 | 4 | 54.2 |
No activity file was given, so power comes from the tool's default toggle rates.
