--- ./design.v ---
module mux_4x1(
    data_in,
    select,
    data_out
);
input [3:0] data_in;  
input [1:0] select;  
output data_out;
wire [3:0] data_in;
wire [1:0] select;
wire data_out;
assign data_out = (select==2'b00)?data_in[0]:(select==2'b01)?data_in[1]:(select==2'b10)?data_in[2]:data_in[3];
endmodule
module mux_16x1(
    data_in,
    select,
    data_out
);
input [15:0] data_in;
input [3:0] select;
output data_out;
wire [15:0] data_in;
wire [3:0] select;
wire data_out;
wire [3:0] data_out_intermediate;
mux_4x1 u0(
    .data_in(data_in[3:0]),
    .select(select[1:0]),
    .data_out(data_out_intermediate[0])
);
mux_4x1 u1(
    .data_in(data_in[7:4]),
    .select(select[1:0]),
    .data_out(data_out_intermediate[1])
);
mux_4x1 u2(
    .data_in(data_in[11:8]),
    .select(select[1:0]),
    .data_out(data_out_intermediate[2])
);
mux_4x1 u3(
    .data_in(data_in[15:12]),
    .select(select[1:0]),
    .data_out(data_out_intermediate[3])
);
mux_4x1 u4(
    .data_in(data_out_intermediate),
    .select(select[3:2]),
    .data_out(data_out)
);
endmodule
--- ./run.sh ---
#!/bin/bash
# OpenROAD 26Q1-2900-gdf79404cd8, Yosys 0.63+post, stock flow scripts
make -C /OpenROAD-flow-scripts/flow DESIGN_CONFIG=/design/flow/config.mk WORK_HOME=/design/flow/orfs finish
--- ./config.mk ---
export PLATFORM = sky130hd
export DESIGN_NAME = mux_16x1
export DESIGN_NICKNAME = mux_16x1
export VERILOG_FILES = /design/flow/design.v
export SDC_FILE = /design/flow/constraint.sdc
export NUM_CORES = 4
export LEC_CHECK = 1
export CORE_AREA = 10 10 70 70
export DIE_AREA = 0 0 80 80
--- ./constraint.sdc ---
current_design mux_16x1

set clk_period 1.9
set clk_io_pct 0.2

create_clock -name clk0 -period $clk_period

set non_clock_inputs [all_inputs -no_clocks]
set_input_delay [expr $clk_period * $clk_io_pct] -clock clk0 $non_clock_inputs
set_output_delay [expr $clk_period * $clk_io_pct] -clock clk0 [all_outputs]
==> flow_summary.ini <==
; yosys + openroad results
[outcome]
outcome = finished clean

[layout]
final_layout_size_suffix_gt1_frac = 0.435
comb_area_um2 = 220
regArea_um2 = 0
n_clock_buffer = 0
fillers = 409
nFlopsAndLatches = 0
fin_cells = 92
finish.utilization = 0.149
synthToLayoutAreaGrowth_pct = 162

[routing]
insertedDiodeCount = 0
wl_per_cell_um = 10.6
ant_nets = 0
vias = 278
detail_route.iter0.violations = 3
dr.pass1.iters = 3
routed_wl_um = 978
drc = 0
routed_via_density = 3.02

[synth]
top_area_frac = 0.310
yosys.area_share.adder = 0
top_cells_by_count = mux2i_1, mux4_2
synth-simple-area-share = 0.123
top_cell = mux2i_1
ys_sh_aoi = 0.219
ys_sh_xor = 0
synth_seq_share = 0
synthMuxAreaShare = 0.542
yosys_cells = 21
avgSynthCellArea_um2 = 9.24
ys_chip_area_um2 = 194
yosysUniqueCellTypes = 15
topCellsByArea = mux2i_1, mux4_2, buf_6
synthesis.area_um2 = 194
netlist_instances = 21
largest_area_cell = mux2i_1
logic_family = multiplexers
yosysWarnings = 0

[timing]
slew_viol_final = 0
rsz0062_at_grt = false
max_freq_mhz = 532
fin_crit_ns = 1.88
finalSetupViolations = 0
period_used_share = 0.989
slew_headroom = 0.829
finalWorstSetupSlack_ns = 0.0213
final.setup.tns_ns = 0
worst_pin_slew_ns = 0.256
hold_viol = 0

[flow_run]
maxCapViolCount = 0
tool_warnings = 32

[cts]
cts_hold_buf = 0

[floorplan]
num_rows = 21
fp.dieH_um = 80
io_pins = 21
initCoreUtil = 0.0568
die_w_um = 80
core_area_mm2 = 0.00342
die-area_mm2 = 0.00640

[critical_path]
startpoint_type = input port
arrival_ns = 1.50
worstPathMaxFanout = 1
path_class = in2out
crit_chain = clkdlybuf4s15_1 > mux4_2 > nor3b_2 > a211o_1 > buf_2
slowest_delay_ns = 0.46
crit_slowest_cell = mux4_2
cp.required_ns = 1.52
endpoint_kind = output pin

[placed_design]
routabilityCongestion = 0.792
port-buffer-count = 21
place_ws_ns = -0.763
detailed_place_hpwl_um = 870
dp.cells = 92

[min_path]
min-delay-start = select[3]
hold_path_depth = 6
hold_end = data_out
hp-class = in2out

[global_routing]
grt_overflow = 0
grt_start_max_net_pins = 6
grt_pass1_wl_mm = 1.45
track_usage = 0.0280
antenna_found_initial = 0
grt_pass1_vias = 295

[pwr]
powerDensity_mw_per_mm2 = 178
leakage_nw = 0.242
finalPower_uw = 90.3
vdd.ir_drop.worst_v = 0.0000579
-- cell usage in the layout, fill, tap and decap left out, types with 2 or more instances in the layout --
| cell type | count |
|---|---|
| dlygate4sd2_1 | 7 |
| mux2i_1 | 6 |
| buf_4 | 6 |
| clkdlybuf4s15_1 | 4 |
| dlymetal6s2s_1 | 3 |
| buf_2 | 3 |
| mux4_2 | 2 |
| clkbuf_2 | 2 |
-- worst max-delay path: cells and delay by family --
family                 cells  cell delay, ns
AOI/OAI and AO/OA          1            0.23
buffers and inverters      2            0.28
muxes                      1            0.46
and+or+nand+nor            1            0.16
-- metrics by stage --
step,hold slack [ns],instance area (um^2)
2_1_floorplan,0.977,194
3_3_place_gp,2.05,488
5_1_grt,1.37,508
4_1_cts,1.32,507
6_report,1.32,508
3_5_place_dp,2.07,488
-- power by group --
part / switching (mW) / internal, mW / total [mW] / leakage, nW
sequential: 0 / 0 / 0 / 0
combinational: 0.0319 / 0.0584 / 0.0903 / 0.242
clock: 0 / 0 / 0 / 0
total: 0.0319 / 0.0584 / 0.0903 / 0.242
-- logic make-up (layout without fill, tap and decap cells) --
kind of cell	after synthesis	in the layout
AOI/OAI and AO/OA	6	6
buffers and inverters	3	28
muxes	8	8
and+or+nand+nor	4	4
-- layer usage --
metal	track usage	up-vias	wire length, um
met1	0.0365	133	454
met3	0.00795	0	64
met4	0	0	0
met2	0.0474	10	458
li1	-	135	-
met5	0	-	0
-- layout make-up --
| cell class | count | area share |
|---|---|---|
| well taps | 46 | 0.113 |
| repair buffers | 27 | 0.446 |
| inverters | 1 | 0.00739 |
| multi-input cells | 18 | 0.433 |
-- repair_timing --
action / CTS / global route
setup endpoints to repair: 1 / 1
buffers inserted: 0 / 0
resized: 42 / 8
pin swaps: 5 / 5
-- how the worst max path moves through the flow --
stage      startpoint  slack [ns]  depth (start not counted)  endpoint
4_1_cts     select[1]      0.0004                          5  data_out
5_1_grt   data_in[12]      0.0005                          5  data_out
6_report  data_in[12]        0.02                          5  data_out
Power is estimated from default activity; no workload was simulated.
