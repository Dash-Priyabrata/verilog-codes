`design/flow/run.sh`:
```
#!/bin/bash
# OpenROAD 26Q1-2900-gdf79404cd8, Yosys 0.63+post, stock flow scripts
make -C /OpenROAD-flow-scripts/flow DESIGN_CONFIG=/design/flow/config.mk WORK_HOME=/design/flow/orfs finish
```
`design/flow/config.mk`:
```
export PLATFORM = sky130hd
export DESIGN_NAME = first_counter
export DESIGN_NICKNAME = first_counter
export VERILOG_FILES = /design/flow/design.v
export SDC_FILE = /design/flow/constraint.sdc
export NUM_CORES = 4
export LEC_CHECK = 1
export CORE_AREA = 10 10 70 70
export DIE_AREA = 0 0 80 80
```
`design/flow/constraint.sdc`:
```
current_design first_counter

set clk_period 1.3
set clk_io_pct 0.2

create_clock -name clk0 -period $clk_period [get_ports {clock}]

set non_clock_inputs [all_inputs -no_clocks]
set_input_delay [expr $clk_period * $clk_io_pct] -clock clk0 $non_clock_inputs
set_output_delay [expr $clk_period * $clk_io_pct] -clock clk0 [all_outputs]
```
`design/flow/design.v`:
```
module first_counter (
    clock,  
    reset,  
    enable,  
    counter_out  
);  
input clock;
input reset;
input enable;
output [3:0] counter_out;
wire clock;
wire reset;
wire enable;
reg [3:0] counter_out;
always @(posedge clock)
begin: COUNTER  
if (reset==1'b1) begin
    counter_out <= #1 4'b0000;
    end
else if (enable==1'b1) begin
    counter_out <= counter_out+1;
    end
end
endmodule
```
==> impl_metrics.toml <==
# generated from flow reports
[sta]
clock.fmax_mhz = 935
final.period_utilization_pct = 82.3
setup_repair_after_global_routing_missed_its_margin = "no"
report.final.slew_viol_count = 0
tightest_slew_ps = 136
fin_crit_ps = 1070
hold_violations = 0
fin_worst_skew_ps = 0.485
report.final.setup_viol = 0
worst_slew_margin_rel_pct = 90.7

[critical_path]
highest_delay_cell_along_the_critical_path = "sky130_fd_sc_hd__dfxtp_2"
critPathTopFamily = "flip-flops"
timing.critical_path.to_type = "output port"
crit_chain = "dlygate4sd2_1"
critical_path.startpoint_type = "flop"
path_class = "reg -> out"
worst-endpoint-required_ps = 1040
crit_fanout = 4
cp_num_buf_inv = 1
critical-path-max-stage-delay_ps = 320
worstPathArrival_ps = 810

[synth]
synth.lib_cells_used.distinct = 11
post_synth.cell_area_avg_um2 = 11.2
seq_area_frac_synth_pct = 44.8
synthDominantCellAreaShare_pct = 44.8
post_synth_design_cell_area_um2 = 179
synth-cells-yosys = 16
numSynthFlops = 4
number_of_warnings_reported_in_the_yosys_synthesis_log = 1
yosys-top-cells-area = "sky130_fd_sc_hd__dfxtp_1, sky130_fd_sc_hd__mux2_4, sky130_fd_sc_hd__ha_1"
ys_chip_area_um2 = 179
syn_inst = 16
yosys.area.top_type = "sky130_fd_sc_hd__dfxtp_1"

[place]
hpwl_um = 401
number_of_buffer_cells_added_on_primary_ports = 6
placed_area_um2 = 319
globalplace.congestion = 0.665

[global_route]
grt_start_max_net_pins = 5
tot_gr_track_use_pct = 1.55
grt.overflow.total = 0
global_route_wire_length_before_repair_um = 662
antenna_found_initial = 0
grt_pass1_vias = 125

[route]
route.detailed.drc = 0
route.vias.total = 158
route.antenna.diode_count = 0
drt-total-wl_um = 490
detailedRoute.firstPassIterationCount = 3
ant_nets = 0
drt-initial-drc-count = 8
detail_routed_via_count_per_cell = 2.14
routedWlPerCell_um = 6.62

[finish]
final_core_util_pct = 10.1
registers.top_by_ff_count = "counter_out"
postLayoutCellArea_um2 = 345
reg.largest.list = "counter_out: 4 flops"
post_route_cells_drive_above_1_share_pct = 46.4
fillCellCount = 402
area.growth.synth_to_final_pct = 93.0
largest_register_ffs = 4

[power]
power_density_mw_per_mm2 = 972
worst_ir_drop_vdd_mv = 0.298
power.leakage_nw = 0.164
p_total_w = 0.000336

[clocking]
cts-root-buf = "sky130_fd_sc_hd__clkbuf_4"
clock_pin_slew_on_the_worst_setup_and_hold_paths_ps = 40
numCtsBuffers = 3
clock_tree.htree_level_count = 1
clk_lat_worst_skew_ps = 230
holdBufCountCts = 0
cts_tree = "built"
number_of_clock_sinks = 4
cts_buffer_depth = 2

[floorplanning]
die_width_um = 80
floorplan.die.height_um = 80
pin_count = 7
chipArea_mm2 = 0.00640
core-area_mm2 = 0.00342
rows = 21
fp_util_pct = 5.24

[worst_hold_path]
worstHoldPathType = "reg -> reg"

[flow_run]
openroad.warnings = 25
maxCapViolations = 0

[run_status]
run_status = "finished clean"
-- power by group --
group	switching (W)	internal [W]	leakage (nW)	total [W]
logic	0.0000175	0.0000295	0.116	0.0000470
registers	0.00000549	0.000132	0.0343	0.000137
clock network	0.0000485	0.000103	0.0138	0.000152
-- stage by stage --
step,setup slack (ps),std cells,TNS [ps],hold slack [ps]
floorplan,413,16,0,329
global placement,-5.47,71,-5.47,548
detailed placement,4.87,71,0,571
CTS,9.34,74,0,538
global route,193,74,0,556
finish,230,74,0,537
-- layer usage --
layer,up-vias,global-route usage [%],routed length [um]
met2,8,1.20,162
met1,67,1.99,240
met4,0,0.352,6
met3,2,2.27,81
li1,81,-,-
met5,-,0,0
-- cell families after synthesis --
kind of cell    after synthesis  share of synthesized area [%]
flops                         4                           44.8
mux                           2                           14.0
xor+xnor                      1                           4.90
fa+ha+maj                     1                           6.99
simple gates                  6                           21.0
compound gates                2                           8.39
-- final cells by class --
type | instances | area [um^2] | area share [%]
repair buffers | 9 | 81.3 | 23.6
flip-flops and latches | 4 | 85.1 | 24.6
clock buffers | 3 | 22.5 | 6.52
well taps | 46 | 57.6 | 16.7
multi-input cells | 12 | 98.8 | 28.6
-- worst paths after layout --
| path | from | endpoint | slack, ps | depth (start not counted) |
|---|---|---|---|---|
| worst max-delay path | counter_out[2]$_SDFFE_PP0P_ | counter_out[2] | 230 | 1 |
| worst min-delay path | counter_out[2]$_SDFFE_PP0P_ | counter_out[2]$_SDFFE_PP0P_ | 540 | 2 |
| worst max register to register | counter_out[0]$_SDFFE_PP0P_ | counter_out[2]$_SDFFE_PP0P_ | 260 | 4 |
| worst min register to register | counter_out[2]$_SDFFE_PP0P_ | counter_out[2]$_SDFFE_PP0P_ | 540 | 2 |
-- what timing repair did --
action / 4_1_cts / 5_1_grt
setup buffers: 0 / 0
resized: 7 / 1
cloned: 0 / 0
setup endpoints to repair: 4 / 1
-- synthesized netlist by cell type --
library cell,number
sky130_fd_sc_hd__dfxtp_1,4
sky130_fd_sc_hd__nor2_1,3
sky130_fd_sc_hd__a21bo_2,1
sky130_fd_sc_hd__a21oi_1,1
sky130_fd_sc_hd__ha_1,1
sky130_fd_sc_hd__mux2_4,1
sky130_fd_sc_hd__mux2i_1,1
sky130_fd_sc_hd__nand3b_1,1
sky130_fd_sc_hd__nand4_2,1
sky130_fd_sc_hd__nor2b_1,1
sky130_fd_sc_hd__xnor2_1,1
-- placed cells by master, fill, tap and decap left out --
| cell | n |
|---|---|
| sky130_fd_sc_hd__clkdlybuf4s50_1 | 2 |
| sky130_fd_sc_hd__mux2_4 | 1 |
| sky130_fd_sc_hd__buf_4 | 3 |
| sky130_fd_sc_hd__a21bo_2 | 1 |
| sky130_fd_sc_hd__dlymetal6s2s_1 | 1 |
| sky130_fd_sc_hd__nand3b_1 | 1 |
| sky130_fd_sc_hd__dfxtp_2 | 4 |
| sky130_fd_sc_hd__nor2b_1 | 1 |
| sky130_fd_sc_hd__clkbuf_4 | 3 |
| sky130_fd_sc_hd__nor2_1 | 3 |
| sky130_fd_sc_hd__a21oi_1 | 1 |
| sky130_fd_sc_hd__xnor2_1 | 1 |
| sky130_fd_sc_hd__dlygate4sd2_1 | 3 |
| sky130_fd_sc_hd__ha_1 | 1 |
| sky130_fd_sc_hd__nand4_2 | 1 |
| sky130_fd_sc_hd__mux2i_1 | 1 |
Power figures rest on the tool's default switching activity, not on a simulated workload.
